$ cat /design/flow/config.mk
export PLATFORM = sky130hd
export DESIGN_NAME = alu
export DESIGN_NICKNAME = alu
export VERILOG_FILES = /design/flow/design.v
export SDC_FILE = /design/flow/constraint.sdc
export NUM_CORES = 4
export LEC_CHECK = 1
export CORE_UTILIZATION = 50
$ cat /design/flow/constraint.sdc
current_design alu

set clk_period 23.8
set clk_io_pct 0.2

create_clock -name clk0 -period $clk_period

set non_clock_inputs [all_inputs -no_clocks]
set_input_delay [expr $clk_period * $clk_io_pct] -clock clk0 $non_clock_inputs
set_output_delay [expr $clk_period * $clk_io_pct] -clock clk0 [all_outputs]
$ cat /design/flow/design.v
`timescale 1ps/1ps
module alu (
    input [31:0] dataInput1,
    input [31:0] dataInput2,
    input [2:0] sel,
    output reg [31:0] dataOutput,
    output reg zero,
    output reg retraso
);
always @(*) begin
    zero = 0;
    #1;
    case (sel)
        3'b000: begin
            dataOutput = dataInput1 & dataInput2;
        end
        3'b001: begin
            dataOutput = dataInput1 | dataInput2;
        end
        3'b010: begin
            dataOutput = dataInput1 + dataInput2;
            retraso = 1;
            #1;
            retraso = 0;
        end
        3'b110: begin
            dataOutput = dataInput1 - dataInput2;
            if (dataOutput == 0) begin
                zero = 1;
            end
        end
        3'b111: begin
            dataOutput = (dataInput1 < dataInput2) ? 32'd1 : 32'd0;
        end
        3'b100: begin
            dataOutput = ~(dataInput1 | dataInput2);
        end
        3'b101: begin
            dataOutput = dataInput1 ^ dataInput2;
        end
        3'b011: begin
            dataOutput = 32'b0;
        end
    endcase
end
endmodule
$ cat /design/flow/run.sh
#!/bin/bash
# OpenROAD 26Q1-2900-gdf79404cd8, Yosys 0.63+post, stock flow scripts
make -C /OpenROAD-flow-scripts/flow DESIGN_CONFIG=/design/flow/config.mk WORK_HOME=/design/flow/orfs finish
==> run notes <==
The following summarizes the physical implementation.

Yosys
The cell area that synthesis handed to floorplanning was 5950 um^2. The fraction of the mapped netlist area in adder cells is 0.213. The number of standard cells reported by yosys is 908.

The synthesized-area fraction occupied by and/or/nand/nor cells is 0.212. Per the synthesis report, the number of distinct cell types is 81. Of the total synthesized cell area, the portion taken by AND-OR and OR-AND cells is 0.402. Each instance of the synthesized netlist takes up on average 6.56 um^2. The top-area cell type share of the netlist area is 0.206. The xor/xnor cell area share of the yosys netlist is 0.0530.

After synthesis, the chip area reported by Yosys is 5950 um^2. Counting the warning lines in the Yosys log gives 1. The synthesized instance count is 908.

Ranked by total cell area, the synthesized netlist is headed by sky130_fd_sc_hd__ha_1, sky130_fd_sc_hd__a21oi_1, sky130_fd_sc_hd__nor2_1. The post-synthesis cell type with the largest combined area is sky130_fd_sc_hd__ha_1. The proportion of synthesized chip area in sequential cells is 0. The multiplexer area fraction after synthesis is 0.0168. The dominant kind of combinational cell is AND-OR/OR-AND gates.

Power and ir drop
The highest supply drop recorded on VDD is 0.0000151 V. The power density of the placed cells is 26.9 nW/um^2. The script extracted a total leakage power of 3.03 nW.

Routing
The average wire length per cell after detail routing is 20.1 um. After the first detailed-routing iteration, the DRC count stood at 881. The via density per instance is 6.51. The number of antenna diodes is 0.

Nets still carrying antenna violations after routing amount to 0. The final routed wirelength across all metal layers is 22300 um. The total DRC errors in the routed layout is 0.

The count of TritonRoute iterations in the first routing pass is 22. The overall via count from detail_route is 7224.

Setup path
The required time at the worst endpoint is listed as 19.04 ns. The slowest stage of the critical path belongs to the cell sky130_fd_sc_hd__a221oi_1. Looking at the critical path, the highest net fanout was 5. The delay of the slowest critical-path stage is 0.54 ns. The launching element type of the critical path is an input pin. The signal on the critical path passes through clkdlybuf4s50_1 -> inv_1 -> ha_1 -> inv_1 -> fa_1 -> nor2b_1 -> o311ai_2 -> a311oi_2 -> a221oi_1 -> a21oi_1 -> o21a_1 -> o41ai_2 -> xnor2_1 -> nand2_1 -> nor4_2 -> clkdlybuf4s50_1. STA classifies the critical path endpoint as an output pin. The worst setup path category is input pin to output pin. The data arrival time at the worst-slack endpoint is 8.92 ns.

Finish
Summing all multi-input logic gate instances after layout gives 5340 um^2. The final layout contains a sequential cell count of 0. The total of clock buffers placed in the layout is 0. Across the whole layout, storage elements account for 0 um^2. The number of non-filler instances in the completed layout is 1109. In the final layout, the share of cells above drive strength 1 is 0.0393.

The area growth from synthesis to layout is 17.3%. Per the layout report, the design carries 1098 filler cells.

Global routing
For this run the aggregate overflow at the end of global routing stands at 0. The number of global-route vias before repair was 6580. In the global route stage, overall resource usage came out at 0.364. The first global-routing pass estimated 35700 um of wire. The largest net degree at the start of global routing is 46. The initial antenna violation count is 0.

Floorplanning
The cell row count is 39. The standard cell core area is 11500 um^2. The floorplan step set the die width to 111 um. The floorplan step set the die height to 111 um. The overall chip area is 12300 um^2.

101 I/O pins were placed. The starting utilization of the core area is 0.517.

STA
Setup repair after global routing left no endpoint under its margin. In the final timing run, aggregate negative setup slack is 0 ns. The minimum clock period after layout is 13.68 ns. The count of endpoints failing setup in the final report is 0. In the final report, the number of hold violations comes to 0. Dividing the final minimum period by the clock period gives 0.575. Counting pins that exceed their max-slew limit in the final report gives 0.

The peak clock frequency supported by timing is 73.1 MHz. The transition time at the pin with the least slew margin is 0.832 ns. The worst max-slew margin expressed relative to the limit is 0.444.

CTS
The count of hold-fix buffers inserted at cts is 0. The count of cells resized by post-cts repair is 0. The number of setup buffers added after CTS is 0.

Placement
The number of placed instances, taps included, is 1109. In the placement report, post-DP HPWL is listed as 17400 um. Per the gpl log, the routability congestion estimate is 1.00.

Input and output buffers added on the ports amount to 100.

Run
The stage-log warning count is 99. In this run the maximum-capacitance check reported violations numbering 0.

Worst hold path
The worst hold path belongs to the class input pin to output pin.

Outcome
The run finished with clean final reports.
critical path: cells and delay by family:
family                     cells  cell delay [ns]
AOI/OAI and AO/OA              6             1.83
xor gates and xnor gates       1             0.18
adders and majority gates      2             0.60
buffers and inverters          4             1.09
and+or+nand+nor                3             0.46
placed cells by master (no fill, tap or decap), types with 5 or more instances in the layout:
master                            netlist  layout
sky130_fd_sc_hd__clkdlybuf4s50_1        0     100
sky130_fd_sc_hd__o32a_1                 6       6
sky130_fd_sc_hd__a31oi_1                9       9
sky130_fd_sc_hd__o211ai_1              14      14
sky130_fd_sc_hd__o221ai_1              11      11
sky130_fd_sc_hd__o31ai_1               14      14
sky130_fd_sc_hd__nand4_1                8       8
sky130_fd_sc_hd__o21bai_1              15      15
sky130_fd_sc_hd__a22oi_1               17      17
sky130_fd_sc_hd__nor2_1               100     100
sky130_fd_sc_hd__a21o_1                15      15
sky130_fd_sc_hd__or2_2                  7       7
sky130_fd_sc_hd__nand3_1               16      16
sky130_fd_sc_hd__buf_4                  2      11
sky130_fd_sc_hd__a21oi_1               93      93
sky130_fd_sc_hd__a211oi_1               5       5
sky130_fd_sc_hd__xnor2_1               32      32
sky130_fd_sc_hd__o22ai_1               17      17
sky130_fd_sc_hd__nor2b_1               13      13
sky130_fd_sc_hd__o21ai_0               42      42
sky130_fd_sc_hd__o21a_1                16      16
sky130_fd_sc_hd__inv_1                 96      96
sky130_fd_sc_hd__nand2_1               60      60
sky130_fd_sc_hd__nor4_1                12      12
sky130_fd_sc_hd__nand2b_1               9       9
sky130_fd_sc_hd__ha_1                  98      98
sky130_fd_sc_hd__and3_1                 5       5
sky130_fd_sc_hd__mux2i_1               10      10
sky130_fd_sc_hd__nor3_1                17      17
sky130_fd_sc_hd__a221oi_1              10      10
metal layers:
metal	up-vias	wire [um]	track usage	share of wire
li1	3425	-	-	-
met1	3327	9060	0.497	0.41
met2	409	10100	0.592	0.45
met3	63	2330	0.0596	0.10
met4	0	777	0.105	0.035
met5	-	0	0	0
power by group:
part,switching [mW],internal [mW]
sequential,0,0
combinational,0.108,0.0802
clock,0,0
total,0.108,0.0802
synthesized netlist by cell type, drive strengths merged (15+ instances only):
cell type / n
o21ai: 43
a22oi: 17
xnor2: 32
o21a: 16
clkbuf: 32
o21bai: 15
nor2: 100
buf: 21
nor4: 15
inv: 98
nand2: 60
a21oi: 95
nor3: 17
o211ai: 15
o22ai: 17
ha: 98
nand3: 16
a21o: 15
cells by family (layout without fill, tap and decap cells):
kind of cell,after synthesis,in the layout
and+or+nand+nor,266,266
AOI/OAI and AO/OA,341,341
xor gates and xnor gates,36,36
muxes,10,10
adders and majority gates,100,100
buffers and inverters,154,212
other,1,1
final cells by class:
cell class	count	share of cell area
Tap cell	143	0.0256
Timing Repair Buffer	111	0.155
Multi-Input combinational cell	754	0.765
Inverter	101	0.0543
stage by stage:
| step | area (um^2) | total power [mW] | hold slack [ns] | worst slack, ns | utilization |
|---|---|---|---|---|---|
| after floorplan | 5950 | 0.119 | 9.73 | 11.60 | - |
| after global placement | 6980 | 0.183 | 10.72 | 10.21 | 0.606 |
| after detailed placement | 6980 | 0.183 | 10.72 | 10.16 | 0.606 |
| after CTS | 6980 | 0.184 | 10.73 | 10.12 | 0.606 |
| after global routing | 6980 | 0.204 | 10.77 | 9.75 | 0.606 |
| final | 6980 | 0.188 | 10.71 | 10.12 | 0.606 |
worst paths after layout:
path / start / endpoint / slack [ns] / cells after the start
max: dataInput1[0] / zero / 10.12 / 16
min: dataInput2[8] / dataOutput[8] / 10.71 / 4
Power is estimated from default activity; no workload was simulated.
